===== design/flow/design.v =====
module SevenSegment(
	output		     [7:0]		hex,
	input 		     [3:0]		bin,
	input 		     				point
);
reg [6:0] led;
assign hex[6:0]=~led[6:0];
assign hex[7] = ~point;
always @ (bin[3:0]) begin 
case(bin[3:0])
4'b0000:begin
led[0]=1;
led[1]=1;
led[2]=1;
led[3]=1;
led[4]=1;
led[5]=1;
led[6]=0;
end
4'b0001:begin
led[0]=0;
led[1]=1;
led[2]=1;
led[3]=0;
led[4]=0;
led[5]=0;
led[6]=0;
end
4'b0010:begin
led[0]=1;
led[1]=1;
led[2]=0;
led[3]=1;
led[4]=1;
led[5]=0;
led[6]=1;
end
4'b0011:begin
led[0]=1;
led[1]=1;
led[2]=1;
led[3]=1;
led[4]=0;
led[5]=0;
led[6]=1;
end
4'b0100:begin
led[0]=0;
led[1]=1;
led[2]=1;
led[3]=0;
led[4]=0;
led[5]=1;
led[6]=1;
end
4'b0101:begin
led[0]=1;
led[1]=0;
led[2]=1;
led[3]=1;
led[4]=0;
led[5]=1;
led[6]=1;
end
4'b0110:begin
led[0]=1;
led[1]=0;
led[2]=1;
led[3]=1;
led[4]=1;
led[5]=1;
led[6]=1;
end
4'b0111:begin
led[0]=1;
led[1]=1;
led[2]=1;
led[3]=0;
led[4]=0;
led[5]=0;
led[6]=0;
end
4'b1000:begin
led[0]=1;
led[1]=1;
led[2]=1;
led[3]=1;
led[4]=1;
led[5]=1;
led[6]=1;
end
4'b1001:begin
led[0]=1;
led[1]=1;
led[2]=1;
led[3]=0;
led[4]=0;
led[5]=1;
led[6]=1;
end
4'b1010:begin
led[0]=1;
led[1]=1;
led[2]=1;
led[3]=0;
led[4]=1;
led[5]=1;
led[6]=1;
end
4'b1011:begin
led[0]=0;
led[1]=0;
led[2]=1;
led[3]=1;
led[4]=1;
led[5]=1;
led[6]=1;
end
4'b1100:begin
led[0]=1;
led[1]=0;
led[2]=0;
led[3]=1;
led[4]=1;
led[5]=1;
led[6]=0;
end
4'b1101:begin
led[0]=0;
led[1]=1;
led[2]=1;
led[3]=1;
led[4]=1;
led[5]=0;
led[6]=1;
end
4'b1110:begin
led[0]=1;
led[1]=0;
led[2]=0;
led[3]=1;
led[4]=1;
led[5]=1;
led[6]=1;
end
4'b1111:begin
led[0]=1;
led[1]=0;
led[2]=0;
led[3]=0;
led[4]=1;
led[5]=1;
led[6]=1;
end
default:begin
led[0]=0;
led[1]=0;
led[2]=0;
led[3]=0;
led[4]=0;
led[5]=0;
led[6]=0;
end
endcase
end
endmodule
module Multiplexer(
	output				[7:0] hex0, 
	output				[7:0] hex1,
	output				[9:0] led,
	input					[1:0] sel,
	input					[7:0] numb,
	input					[1:0] key, 
	input					[8:0] nums,
	input					[7:0] logs,
	input					[7:0] comps,
	input					[9:0] magic
);
reg [19:0] out;
assign led[9:0]=out[17:8];
always @(*) 
	begin: switch
		case (key[1:0])
			2'b00: begin  
				out[7:0]=nums[7:0];
				out[16]=1'b0;
				out[15:8]=numb[7:0]; 
				case (sel[1:0]) 
								2'b10: begin 
								 out[18:17]=2'b0;
								 out[19]=nums[8];
								end
								2'b11: begin 
								 out[19]=1'b0;
								 out[17]=1'b0;
								 out[18]=nums[8];
								end
								default: begin 
								out[19:18]=2'b0;
								out[17]=nums[8];
								end
							endcase	
			end
			2'b01: begin 
				out[7:0]=8'b0; 
				out[19:16]=4'b0; 
				out[15:8]=logs[7:0];
					end
			2'b10: begin 
				out[7:0]=comps[7:0]; 
				out[19:18]=2'b0;
				out[16]=1'b0;
				out[15:8]=numb[7:0]; 
				case (sel[1:0])
								2'b11: begin 
								out[17]=1'b0;
								end
								default: begin 
								out[17]=comps[0];
								end
							endcase	
			end
			2'b11: begin 
				out[7:0]=8'b0; 
				out[17:8]=magic[9:0]; 
				out[19:18]=2'b0;
			end
		endcase
	end
wire [15:0] hexi;
SevenSegment light1(hexi[7:0], out[3:0], out[18]);
SevenSegment light2(hexi[15:8], out[7:4], out[19]);	
reg [15:0] hexo;
assign hex0[7:0]=hexo[7:0];
assign hex1[7:0]=hexo[15:8];
	always @(*) 
	begin: sevs
		case (key[1:0])
			2'b00: begin  
						case (sel[1])
								1'b0: begin 
								 hexo[15:8]=8'hFF;
								 hexo[7:0]=hexi[7:0];
								end
								1'b1: begin 
								 hexo[15:0]=hexi[15:0];
								end
							endcase		
			end
			2'b01: begin 
					 hexo[15:0]=16'hFFFF; 
					end
			2'b10: begin 
					 case (sel[1:0])
								2'b11: begin 
								hexo[15:8]=8'hFF;
								hexo[7:0]=hexi[7:0]; 
								end
								default: begin
								hexo[15:0]=16'hFFFF; 
								end
							endcase	
			end
			2'b11: begin 
					 hexo[15:0]=16'hFFFF; 
			end
		endcase
	end
endmodule

===== design/flow/run.sh =====
#!/bin/bash
# OpenROAD 26Q1-2900-gdf79404cd8, Yosys 0.63+post, stock flow scripts
make -C /OpenROAD-flow-scripts/flow DESIGN_CONFIG=/design/flow/config.mk WORK_HOME=/design/flow/orfs finish

===== design/flow/config.mk =====
export PLATFORM = sky130hd
export DESIGN_NAME = Multiplexer
export DESIGN_NICKNAME = Multiplexer
export VERILOG_FILES = /design/flow/design.v
export SDC_FILE = /design/flow/constraint.sdc
export NUM_CORES = 4
export LEC_CHECK = 1
export CORE_AREA = 10 10 79 79
export DIE_AREA = 0 0 89 89

===== design/flow/constraint.sdc =====
current_design Multiplexer

set clk_period 2.4
set clk_io_pct 0.2

create_clock -name clk0 -period $clk_period

set non_clock_inputs [all_inputs -no_clocks]
set_input_delay [expr $clk_period * $clk_io_pct] -clock clk0 $non_clock_inputs
set_output_delay [expr $clk_period * $clk_io_pct] -clock clk0 [all_outputs]

==> impl_metrics.tcl <==
# yosys + openroad results
set metrics [dict create \
    hp-class "in2out" \
    status "finished, violations left" \
    p_sw_share_pct 39.0 \
    ys_cells 141 \
    synth_cell_types 38 \
    crit_arrival_ns 2.02 \
    totalWireLength_mm 4.57 \
    combinationalPowerShare_pct 100.0 \
    synth_area_um2 918 \
    grt_pass1_wl_mm 7.21 \
    cp-start-kind "input pin" \
    antenna_found_initial 0 \
    drtAntennaViolNets 0 \
    warnings 39 \
    dp_hpwl_mm 3.41 \
    p_leak_uw 0.000983 \
    vias 1518 \
    cap_violations 0 \
    tightest_slew_ns 0.323 \
    relSlewSlack_pct 78.4 \
    dieWidth_um 89 \
    grt_pass1_vias 1509 \
    cp_max_fo 5 \
    die_area_um2 7920 \
    ys_seq_share_pct 0 \
    final-max-slew-violation-count 0 \
    violations "setup timing" \
    worstPathRequired_ns 1.92 \
    hold_viol 0 \
    grtUsageTotal_pct 11.0 \
    rsz0062_at_grt "true" \
    peakVddDrop_v 0.0000556 \
    synthTopCellsByCount "nor2_1, mux2i_1, a21oi_1, nand2_1, nand3_1" \
    wire_per_inst_um 14.3 \
    cp-end-kind "output pin" \
    p_seq_share_pct 0 \
    power.internal_uw 257 \
    row_count 25 \
    drt_iter0_markers 83 \
    fmax_mhz 400 \
    die_h_um 89 \
    finalSetupViolations 5 \
    min_period_ns 2.50 \
    gp_congestion 0.899 \
    grt_overflow_total 0 \
    yosysMostFrequentCell "nor2_1" \
    fp_util_pct 19.7 \
    utilization_pct 49.8 \
    ys_warn_count 2 \
    synth_area_leader_cell "mux2i_1" \
    fin_ws_ns -0.0971 \
    p_sw_uw 164 \
    finalHoldWorstSlack_ns 1.57 \
    top_cell_area_share_pct 18.5 \
    final-comb-area_um2 1080 \
    seq_cell_count 0 \
    syn_avg_cell_area_um2 6.51 \
    coreArea_um2 4660 \
    drt_pass1_iterations 4 \
    ctsHoldBuffers 0 \
    fin_crit_sh_pct 104 \
    diodes 0 \
    nFillCells 430 \
    clock_power_share_pct 0 \
    ys_chip_area_um2 918 \
    grt_max_degree 25 \
    io_buffers 73 \
    syn2layout_area_growth_pct 153 \
    drive_gt1_share_pct 45.1 \
    worstSetupPathType "in2out" \
    netlist_top_cells_area "mux2i_1, ha_1, nor2_1, a21oi_1, o221ai_1" \
    io_pins 73 \
    power.density_nw_per_um2 181 \
    register_area_um2 0 \
    drc 0 \
    viasPerCell 4.74 \
    num-clock-buffers 0 \
    p_total_uw 421 \
    synth_cells 141 \
]
-- cell usage in the layout (no fill, tap or decap), types with 5 or more instances in the layout --
master,n
clkdlybuf4s50_1,41
nand3b_1,5
buf_2,10
buf_4,54
mux2i_1,13
dlygate4sd2_1,16
nor2_1,15
buf_6,9
nand2_1,10
a21oi_1,11
nand3_1,8
-- worst max-delay path: stages --
cell and delay (ns):
buf_8 0.10, buf_6 0.11, buf_6 0.11, mux2i_2 0.17
nor2_2 0.07, buf_6 0.12, buf_6 0.11, ha_4 0.29
a211oi_2 0.04, a31oi_1 0.14, a2bb2oi_1 0.16, buf_2 0.11
-- metrics by stage --
step	worst slack [ns]	cells	instance area [um^2]	TNS [ns]
2_1_floorplan	0.184	141	918	0
4_1_cts	-0.131	318	2260	-0.155
3_5_place_dp	-0.870	298	1970	-13.58
5_1_grt	-0.212	320	2320	-0.618
6_report	-0.0971	320	2320	-0.134
3_3_place_gp	-0.865	298	1970	-13.48
-- power groups by stage --
| stage | Sequential, uW | Combinational, uW | Clock (uW) |
|---|---|---|---|
| after CTS | 0 | 401 | 0 |
| after global routing | 0 | 457 | 0 |
| final | 0 | 421 | 0 |
-- cell families after synthesis --
logic type,count (synthesis),synth area share (%)
muxes,19,21.3
AOI/OAI and AO/OA,36,25.9
buffers and inverters,16,7.90
and+or+nand+nor,62,34.5
xor gates and xnor gates,1,0.954
adders and majority gates,7,9.54
-- final timing paths --
check                   from      end  slack (ns)  cells past startpoint
worst max-delay path  key[1]  hex1[3]        -0.1                     12
worst min-delay path  key[0]  hex1[4]        1.57                      5
-- routing by layer --
metal  vias to the layer above  track usage (%)  wire length, um
li1                        783                -                -
met1                       672             14.4             2040
met5                         -                0                0
met4                         0             1.30               33
met3                         4             4.78              557
met2                        59             16.8             1940
-- timing repair --
item / 4_1_cts / 5_1_grt
pin swaps: 26 / 12
cloned: 0 / 0
setup buffers: 20 / 3
setup endpoints to repair: 26 / 14
resized: 114 / 19
-- final cells by class --
class	instances	share of cell area (%)
Timing Repair Buffer	136	49.8
Multi-Input combinational cell	125	46.3
Tap cell	54	2.91
Inverter	5	0.916
Power is estimated from default activity; no workload was simulated.
