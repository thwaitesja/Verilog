<file path="flow/config.mk">
export PLATFORM = sky130hd
export DESIGN_NAME = Clock_divider
export DESIGN_NICKNAME = Clock_divider
export VERILOG_FILES = /design/flow/design.v
export SDC_FILE = /design/flow/constraint.sdc
export NUM_CORES = 4
export LEC_CHECK = 1
export CORE_AREA = 10 10 104 104
export DIE_AREA = 0 0 114 114
</file>
<file path="flow/constraint.sdc">
current_design Clock_divider

set clk_period 6.4
set clk_io_pct 0.2

create_clock -name clk0 -period $clk_period [get_ports {clk50MHz}]

set non_clock_inputs [all_inputs -no_clocks]
set_input_delay [expr $clk_period * $clk_io_pct] -clock clk0 $non_clock_inputs
set_output_delay [expr $clk_period * $clk_io_pct] -clock clk0 [all_outputs]
</file>
<file path="flow/design.v">
module Clock_divider(
	output		  	   			clk1kHz,
	input								clk50MHz
);
parameter clkdivide= 50000; 
reg flash; 
reg [30:0] count=0;
assign clk1kHz= flash;
always @(posedge clk50MHz) begin
	if(count<<1==clkdivide) begin 
	count=31'b0;
	flash= ~flash;
	end
	else count = count + 1;
end
endmodule
</file>
<file path="flow/run.sh">
#!/bin/bash
# OpenROAD 26Q1-2900-gdf79404cd8, Yosys 0.63+post, stock flow scripts
make -C /OpenROAD-flow-scripts/flow DESIGN_CONFIG=/design/flow/config.mk WORK_HOME=/design/flow/orfs finish
</file>
==> results.py <==
# Metrics from the implementation run
metrics = {
    "cts": {
        "ctsRootBufferMaster": "sky130_fd_sc_hd__clkbuf_8",
        "htree_num_levels": 2,
        "tritoncts_num_sinks": 32,
        "cts_hold_repair.buffers": 0,
        "cts_repair_resize_count": 0,
        "tritoncts": "yes",
        "cts_buffer_depth": 2,
        "clkSlewWorstSetupHoldPaths_ns": 0.06,
        "post-cts-setup-buffer-count": 0,
        "clock_latency_ns": 0.28,
        "cts_made_buffers": 5,
    },
    "die": {
        "floorplan.die_area_um2": 13000,
        "ioPinCount": 2,
        "fp-row-count": 34,
        "floorplan.die.width_um": 114,
        "coreArea_um2": 8680,
        "initial_utilization_pct": 16.0,
        "dieHeight_um": 114,
    },
    "critical_path": {
        "worst-r2r-setup-slack_ns": 4.62,
        "startpoint_type": "flip-flop",
        "crit_required_ns": 5.12,
        "critPathTopFamily": "buffers and inverters",
        "worst_path_largest_cell_delay_ns": 0.47,
        "timing.critical_path.arrival_ns": 1.10,
        "launch_instance_of_the_worst_register_to_register_path": "count[9]$_SDFF_PN0_",
        "crit_path_cell_trace": "clkdlybuf4s50_1",
        "crit_fanout": 2,
        "slowest_cell_on_the_critical_path": "sky130_fd_sc_hd__clkdlybuf4s50_1",
        "path_class": "reg2out",
        "cp-startpoint": "flash$_DFFE_PN_",
        "critical_path.endpoint_type": "primary output",
        "path_buffers": 1,
    },
    "final_timing": {
        "setup_total_negative_slack_ns": 0,
        "period_needed_ns": 2.38,
        "tightestPinTransition_ns": 0.705,
        "max_freq_ghz": 0.420,
        "report.final.setup_viol": 0,
        "final.period_utilization_pct": 37.2,
        "final_max_slew_viol_count": 0,
        "report.final.hold_viol_count": 0,
        "worst_hold_margin_ns": 0.461,
        "slew-limit-headroom_pct": 52.7,
        "finClkSkew_ns": 0.00330,
        "rsz0062_at_grt": "false",
    },
    "synth": {
        "ys_ff": 32,
        "syn-cell-area_um2": 1390,
        "topCellsByArea": "sky130_fd_sc_hd__dfxtp_1 (45%), sky130_fd_sc_hd__xnor2_1 (15%), sky130_fd_sc_hd__nand4_1 (5.9%), sky130_fd_sc_hd__nand3_1 (4.0%), sky130_fd_sc_hd__nor2_1 (3.5%)",
        "dominantRegCellSynth": "sky130_fd_sc_hd__dfxtp_1",
        "enable_flop_cells": 1,
        "most_common_cell": "sky130_fd_sc_hd__dfxtp_1",
        "seq_area_frac_synth_pct": 47.0,
        "post_synthesis_cell_count_from_yosys": 138,
        "yosysUniqueCellTypes": 25,
        "synth_area_leader_cell": "sky130_fd_sc_hd__dfxtp_1",
        "synth.top_cells.by_count": "sky130_fd_sc_hd__dfxtp_1 (31), sky130_fd_sc_hd__xnor2_1 (24), sky130_fd_sc_hd__nand4_1 (13), sky130_fd_sc_hd__nor2_1 (13), sky130_fd_sc_hd__nand3_1 (11)",
        "yosysChipArea_um2": 1390,
        "asyncSetResetFlopFracSynth_pct": 0,
        "tally_of_yosys_warning_messages": 1,
        "synth.avg_cell_area_um2": 10.0,
        "netlist_instances": 138,
        "yosys.area.top_type_share_pct": 44.8,
    },
    "drt": {
        "firstDrtPassIters": 4,
        "drt-total-wl_um": 2250,
        "remaining_drc_errors": 0,
        "route.vias.total": 965,
        "routedWlPerCell_um": 8.94,
        "via_per_inst": 3.83,
        "ant_nets": 0,
        "diodes": 0,
        "first_drt_iteration_drcs": 60,
    },
    "global_routing": {
        "grt_start_max_net_pins": 13,
        "number_of_antenna_violations_at_the_first_check_in_global_routing": 0,
        "grt_overflow_total": 0,
        "first_global_vias": 919,
        "grt_first_pass_wirelength_um": 4160,
        "groute.usage.overall_pct": 3.68,
    },
    "placed_design": {
        "dpl.hpwl_um": 1560,
        "port_buffers": 1,
        "gp_congestion": 0.777,
    },
    "status": {
        "status": "complete, no violations",
    },
    "power": {
        "power.static_leakage_nw": 0.482,
        "vdd_drop_max_mv": 0.105,
        "power_density_nw_per_um2": 211,
    },
    "layout": {
        "number_of_fillers_in_the_final_layout": 983,
        "final_layout_size_suffix_gt1_share_pct": 9.03,
        "flow.area_growth_from_synthesis_pct": 15.2,
    },
    "flow_run": {
        "number_of_warnings_in_the_stage_logs": 26,
        "maxCapViolations": 0,
    },
    "min_path": {
        "min_delay_path_class": "reg2reg",
        "worst_hold_startpoint": "count[30]$_SDFF_PN0_",
    },
}
cell families after synthesis:
family	synth area share, %
and+or+nand+nor	31.3
DFF	47.0
xor gates and xnor gates	18.3
buffers and inverters	1.63
adders and majority gates	1.81
routing by layer:
layer / GRT usage, % / routed length (um) / vias to the layer above
met4: 0.835 / 30 / 0
met1: 5.31 / 1170 / 448
met2: 5.20 / 944 / 16
met3: 1.22 / 111 / 4
met5: 0 / 0 / -
li1: - / - / 497
final timing paths:
| path | to | cells after the start |
|---|---|---|
| worst max register to register | count[28]$_SDFF_PN0_ | 4 |
| worst min register to register | count[30]$_SDFF_PN0_ | 1 |
| worst max-delay path | clk1kHz | 1 |
| worst min-delay path | count[30]$_SDFF_PN0_ | 1 |
metrics by stage:
stage / area (um^2) / power (mW) / utilization [%] / setup WS (ns) / std cells
after floorplan: 1390 / 0.204 / - / 4.79 / 138
after global placement: 1520 / 0.204 / 17.5 / 4.31 / 246
after detailed placement: 1520 / 0.204 / 17.5 / 4.31 / 246
after CTS: 1600 / 0.342 / 18.4 / 4.00 / 252
after global routing: 1600 / 0.352 / 18.4 / 3.94 / 252
final: 1600 / 0.337 / 18.4 / 4.02 / 252
cells in the final DEF, fill, tap and decap left out, types with 2 or more instances in the layout:
master | Yosys | layout
sky130_fd_sc_hd__ha_1 | 2 | 2
sky130_fd_sc_hd__dfxtp_1 | 31 | 31
sky130_fd_sc_hd__xor2_1 | 5 | 5
sky130_fd_sc_hd__xnor2_1 | 24 | 24
sky130_fd_sc_hd__clkbuf_8 | 0 | 5
sky130_fd_sc_hd__nor3_1 | 3 | 3
sky130_fd_sc_hd__nand2_1 | 8 | 8
sky130_fd_sc_hd__nand3_1 | 11 | 11
sky130_fd_sc_hd__nor4_1 | 4 | 4
sky130_fd_sc_hd__nor2_1 | 13 | 13
sky130_fd_sc_hd__and3_1 | 3 | 3
sky130_fd_sc_hd__inv_1 | 4 | 4
sky130_fd_sc_hd__nor4b_1 | 3 | 3
sky130_fd_sc_hd__nand4_1 | 13 | 13
sky130_fd_sc_hd__nor2_2 | 2 | 2
sky130_fd_sc_hd__and2_1 | 2 | 2
flip-flops by register name (all words and copies together) (netlist names):
signal	cells
count	31
flash	1
report_power, final:
group,internal [mW],switching [mW]
sequential,0.200,0
clock,0.0722,0.0647
combinational,0,0
final cells by class:
class                           count  area (um^2)  area share [%]
Multi-Input combinational cell    101          712            44.6
Sequential cell                    32          651            40.8
Inverter                            4         15.0           0.941
Tap cell                          108          135            8.47
Timing Repair Buffer                1         10.0           0.627
Clock buffer                        6         72.6            4.55
Power figures rest on the tool's default switching activity, not on a simulated workload.
