`./run.sh`:
```
#!/bin/bash
# OpenROAD 26Q1-2900-gdf79404cd8, Yosys 0.63+post, stock flow scripts
make -C /OpenROAD-flow-scripts/flow DESIGN_CONFIG=/design/flow/config.mk WORK_HOME=/design/flow/orfs finish
```
`./config.mk`:
```
export PLATFORM = sky130hd
export DESIGN_NAME = Magic
export DESIGN_NICKNAME = Magic
export VERILOG_FILES = /design/flow/design.v
export SDC_FILE = /design/flow/constraint.sdc
export NUM_CORES = 4
export LEC_CHECK = 1
export CORE_UTILIZATION = 50
```
`./constraint.sdc`:
```
current_design Magic

set clk_period 3.8
set clk_io_pct 0.2

create_clock -name clk0 -period $clk_period [get_ports {clk}]

set non_clock_inputs [all_inputs -no_clocks]
set_input_delay [expr $clk_period * $clk_io_pct] -clock clk0 $non_clock_inputs
set_output_delay [expr $clk_period * $clk_io_pct] -clock clk0 [all_outputs]
```
`./design.v`:
```
module Magic(
	output		     [9:0]		LED,
	input								clk
);
reg [20:0] count1; 
reg flash;
always @(posedge clk) begin
  flash 	<= count1[20];
  count1    <= count1 + 1;
end
integer i=0;
reg [9:0] pin= 10'b0;
assign LED[9:0]= pin[9:0];
reg dir=1;
always @(posedge flash) begin
	if (dir)	begin 
		if (i==9) dir=0;
		else begin 
			pin[i]=0;
			i=i+1;
			pin[i]=1;
			end
		end 
	else	begin 
		if (i==0) dir=1;
		else begin 
			pin[i]=0;
			i=i-1;
			pin[i]=1;	
			end
		end 
	end
endmodule
```
==> summary.txt <==
Implementation results

After floorplanning, the die was sized to cover approximately 15,000 um2. The diode insertion count for antenna repair is 0. The portion of the clock cycle consumed by the worst path in the final layout is 0.4694. Setup total negative slack on the finished layout was measured at 0 ps. Entering global routing, the biggest net connects a little over 60 pins. The global placement routability congestion is ~1. The first global-routing pass estimated around 39,000 um of wire.

The final number of setup-violating endpoints is 0. The post-CTS setup buffer count is 0. The number of register pins that no clock reaches is 43. The share of total power dissipated in the clock network is 0.504.

The number of placed I/O pins is 11. The post-synth register bit count is approximately 65. The pre-CTS worst setup slack is between 2000 and 2500 ps. After synthesis, the share of flip-flops with an asynchronous set or reset is 0. The share of cell area taken by muxes after synthesis is 0.01942. The clock skew after layout is roughly 2.2 ps.

The cell-mix breakdown from Yosys lists the adder-cell area share as 0.008370. The half-perimeter wire length after placement is between 15,000 and 20,000 um. The root buffer cell chosen for the clock tree is clkbuf_16. The routed layout has 7,640 vias.

Setup repair after global routing left no endpoint under its margin. Looking at the setup timing report, the critical path kind is flip-flop to flip-flop. In this run, distinct cell masters in the synthesized netlist total 87. A synthesized cell averages ~7.5 um2.

In this run the horizontal extent of the chip is around 120 um. At the floorplan stage, the core utilization is reported as 0.5143. The data arrival time reported for the critical path is ~1900 ps. Counting cells, the worst reg-to-reg path comes to 6. Yosys reports a chip area of roughly 7500 um2. The clock tree from TritonCTS is built.

The insertion delay at the late pin of the worst-skew pair is 250 ps. Counting pins that exceed their max-slew limit in the final report gives 0. The actual slew at the worst max-slew pin is approximately 900 ps. The core occupancy in the finished layout is 0.5307. By instance count after routing, the leading logic cell type is nand2_1. The max-cap check violation count is 0. Compared with the post-synthesis result, the final layout area differs by 3.197%. The max-slew check reports its worst relative slack as 0.3850. The number of fillers in the final layout is 1,378. The fmax is between 500 and 600 MHz. The initial antenna violation count is 0.

For reference, the top logic cell family by area is simple AND/OR/NAND/NOR gates. Internal power comes to 0.0003910 W. In the layout the commonest cells are 94 x nand2_1, 89 x nor2_1, 80 x xnor2_1, 59 x nand3_1, 57 x a21oi_1. Row generation in the floorplan step produced ~44 rows.

Buffers inserted during clock tree synthesis total 3. The detail-routed net length per standard cell is 21.24 um. For this design, the CTS-stage hold fixing added 0 buffers. STA reports the tightest min-delay check as being of type flip-flop to flip-flop.

The required time at the worst-slack endpoint is between 3000 and 4000 ps. Summed over all instances, the cell type with the most area after synthesis is edfxtp_1. After detailed routing, the number of remaining DRC violations is 0. The first detailed-routing pass ran for 5 iterations.

In the post-route report, total wirelength is listed as ~24,000 um. The count of endpoints without a timing constraint is approximately 95. The category of the worst setup path capture point is a flip-flop. Of the total synthesized cell area, the portion taken by AND, OR, NAND and NOR gates is 0.3601. Looking at the clock tree report, the H-tree level count equals 1. The main area contributors are edfxtp_1 17%, xnor2_1 9.4%, dfxtp_1 6.2%. No sink is reached through more buffers than the 2 on the longest clock path. Yosys mapped a number of flops with a built-in enable equal to between 40 and 50.

The number of buffers added on ports is 10. Post-CTS repair ended up resizing 0 cells. The analysis attributes to cell leakage a power of ~2.5 nW. STA classifies the critical path startpoint as a flip-flop. The clock period could shrink to around 1800 ps. The height of the die is between 100 and 150 um.

The DRC violation total after the first TritonRoute iteration is between 700 and 800. The largest fanout on the critical path is 5. The average via count per standard cell is 6.719.

The final hold violation count is 0. The total overflow reported by the global router is 0. The flow ran to the end, and the final reports show no timing, DRC or antenna violations. The residual antenna-violating net count after detailed routing is 0. Along the worst hold path, the cell count comes to 0. The proportion of total power due to net switching is 0.1602. Once routing completed, OpenROAD measured the worst setup slack at 2016 ps. The core area is ~15,000 um2. IR analysis of the VDD net gives a maximum drop of 276.5 uV.

The cell-mix breakdown from Yosys lists the compound-gate area share as 0.2022. The register area share after synthesis is 0.2303. The switching power is 0.00007457 W. Of the cells placed in the final design, the portion with a size suffix greater than 1 is 0.06086. The share of Yosys cell area claimed by the top area cell type is 0.1687. The number of standard cells reported by yosys is 992. Per the post-synthesis report, the number of cells in the design is between 900 and 1,000. The via count of the first global-routing pass is approximately 7,000. Of the total power, registers draw 0.496. The combinational share of power is 0.

The cell area after technology mapping is approximately 7500 um2. The clock-pin slew on the worst setup and hold paths is around 50 ps. Per the synth stats, the flop cell with the highest instance count is edfxtp_1. The number of warning messages in the logs is 28. The post-synthesis xor/xnor area fraction is 0.1324. Per the summary, power density relative to cell area is between 60 and 70 nW/um2. The yosys warning tally is 1.

In the global route stage, overall resource usage came out at 0.3189.
[Yosys cell counts, types with 10 or more instances]
master	n
or3_1	21
xor2_1	33
and3_1	16
nand2b_1	13
nor4_1	28
clkbuf_1	39
mux2i_1	13
xnor2_1	80
o21ai_0	32
a21oi_1	57
a31oi_1	10
dfxtp_1	23
nand2_1	94
nor3_1	54
buf_2	15
nor2_1	89
or2_2	10
inv_1	19
or4_1	16
edfxtp_1	42
nand4_1	42
nand3_1	59
[kinds of logic (layout without fill, tap and decap cells)]
| logic type | Yosys count | in the layout |
|---|---|---|
| xor+xnor | 113 | 113 |
| buf+inv | 85 | 46 |
| compound gates | 217 | 217 |
| flops | 65 | 65 |
| simple gates | 493 | 493 |
| fa+ha+maj | 5 | 5 |
| mux | 14 | 14 |
[worst max-delay path, stage by stage (launching register included)]
cell and delay [ps]:
dfxtp_1 390, and3_1 220, and2_1 230, nand4_1 220, nor2_1 320, nand3_1 160
xnor2_1 150
[sequential cells by signal, summed over array words and instances, names as in the netlist]
signal  cells
flash       1
dir         1
count1     21
i          32
pin        10
[cell type report]
cell class                 instances  area, um2  share of cell area
tap                              184      230.2             0.02985
timing repair buffer              23      197.7             0.02563
multi-input combinational        842       5403              0.7004
inverter                          19      71.32            0.009246
clock buffer                       4      88.84             0.01152
sequential                        65       1723              0.2234
[power groups by stage]
stage | Clock (W) | Sequential, W | Combinational (W)
after CTS | 0.000237 | 0.000231 | 0.00000000176
after global routing | 0.000249 | 0.000231 | 0.00000000176
final | 0.000235 | 0.000231 | 0.00000000176
[routing by layer]
metal	track usage	share of wire	up-vias
met4	0.06095	0.018	0
li1	-	-	3685
met5	0	0	-
met1	0.4706	0.44	3585
met2	0.5070	0.47	336
met3	0.05079	0.075	34
[stage by stage]
stage / hold WS, ps / cells / cell area, um2 / power, W
global placement: 355.1 / 1133 / 7625 / 0.0002357
global route: 374.0 / 1137 / 7714 / 0.0004791
finish: 363.4 / 1137 / 7714 / 0.0004656
detailed placement: 361.6 / 1133 / 7625 / 0.0002357
floorplan: 350.1 / 992 / 7475 / 0.0002357
CTS: 365.8 / 1137 / 7714 / 0.0004681
[worst paths after layout]
check,start,end,slack [ps]
hold / removal,count1[20]$_DFF_P_,flash$_DFF_P_,360
hold reg to reg,count1[20]$_DFF_P_,flash$_DFF_P_,360
setup / recovery,count1[2]$_DFF_P_,count1[19]$_DFF_P_,2020
setup reg to reg,count1[2]$_DFF_P_,count1[19]$_DFF_P_,2020
Power figures rest on the tool's default switching activity, not on a simulated workload.
